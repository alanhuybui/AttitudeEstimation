==> flow/config.mk <==
export PLATFORM = sky130hd
export DESIGN_NAME = spi_interface
export DESIGN_NICKNAME = spi_interface
export VERILOG_FILES = /design/flow/design.v
export SDC_FILE = /design/flow/constraint.sdc
export NUM_CORES = 4
export LEC_CHECK = 1
export CORE_AREA = 10 10 96 96
export DIE_AREA = 0 0 106 106
==> flow/constraint.sdc <==
current_design spi_interface

set clk_period 2.1
set clk_io_pct 0.2

create_clock -name clk0 -period $clk_period [get_ports {div_clk}]

set non_clock_inputs [all_inputs -no_clocks]
set_input_delay [expr $clk_period * $clk_io_pct] -clock clk0 $non_clock_inputs
set_output_delay [expr $clk_period * $clk_io_pct] -clock clk0 [all_outputs]
==> flow/design.v <==
`timescale 1ns / 1ps
module spi_interface(
    input div_clk,
    input reset,
    input sensor_select,
    input write_start,
    input [7:0] write_data,
    input [2:0] write_count_bytes,
    output reg write_ready,
    output wire read_ready,
    output wire [7:0] read_data,
    output wire SCLK,
    output wire MOSI,
    input  wire MISO_G,
    output wire SS_G,
    input  wire MISO_A,
    output wire SS_A
    );
    parameter GYRO = 0;
    parameter ACCL = 1;
    parameter state_init = 0;
    parameter state_idle = 1;
    parameter state_write_init = 2;
    parameter state_write_set_ss = 3;
    parameter state_write_hi = 4;
    parameter state_write_lo = 5;
    parameter state_write_done = 6;
    reg [3:0] current_state;
    reg [3:0] next_state;
    reg [7:0] shift_reg_tx;
    reg tx_reset;
    reg tx_parallel_load_enable;
    reg tx_shift_right_enable;
    reg [7:0] shift_reg_rx;
    reg rx_reset;
    reg rx_shift_left_enable;
    reg slave_select_gyro;
    reg slave_select_accl;
    reg shared_clk;
    reg [3:0] count;
    reg [2:0] count_bytes;
    reg count_reset;
    reg count_load;
    reg count_enable;
    reg count_done;
    reg count_bytes_done;
    always @ (posedge div_clk) begin
        if (reset)
            current_state <= state_init;
        else
            current_state <= next_state;
        end
    always @ (*) begin
        next_state = current_state;
        case (current_state)
            state_init: begin
                next_state = state_idle;
                end
            state_idle: begin
                if (write_start)
                    next_state = state_write_init;
                end
            state_write_init: begin
                next_state = state_write_set_ss;
                end
            state_write_set_ss: begin
                next_state = state_write_hi;
                end
            state_write_hi: begin
                if (count_bytes_done)
                    next_state = state_write_done;
                else
                    next_state = state_write_lo;
                end
            state_write_lo: begin
                next_state = state_write_hi;
                end
            state_write_done: begin
                next_state = state_idle;
                end
            default: begin
                next_state = state_init;
                end
            endcase
        end
    always @ (posedge div_clk) begin
        if (tx_reset)
            shift_reg_tx <= 8'd0;
        else if (tx_parallel_load_enable)
            shift_reg_tx <= write_data;
        else if (tx_shift_right_enable)
            shift_reg_tx <= {shift_reg_tx[6:0], 1'b0};
        if (rx_reset)
            shift_reg_rx <= 8'd0;
        else if (rx_shift_left_enable && (sensor_select == GYRO))
            shift_reg_rx <= {shift_reg_rx[6:0], MISO_G};
        else if (rx_shift_left_enable && (sensor_select == ACCL))
            shift_reg_rx <= {shift_reg_rx[6:0], MISO_A};
        if (count_reset) begin
            count <= 4'd0;
            count_bytes <= 3'd0;
            count_done <= 1'b0;
            count_bytes_done <= 1'b0;
            end
        else if (count_load) begin
            count <= 4'd15;
            count_bytes <= write_count_bytes;
            end
        else if (count_enable) begin
            count <= count - 1;
            count_done <= 1'b0;
            if (count == 4'd1 && (write_count_bytes != count_bytes))
                count_done <= 1'b1;
            if (count == 4'd0) begin
                count_bytes <= count_bytes - 1;
                end
            if (count_bytes == 3'd1 && count == 4'd2)
                count_bytes_done <= 1'b1;
            end
        end
    always @ (*) begin
            write_ready = 1'b0;
            tx_reset = 1'b0;
            tx_parallel_load_enable = 1'b0;
            tx_shift_right_enable = 1'b0;
            rx_reset = 1'b0;
            rx_shift_left_enable = 1'b0;
            slave_select_gyro = 1'b1;
            slave_select_accl = 1'b1;
            shared_clk = 1'b0;
            count_reset = 1'b0;
            count_load = 1'b0;
            count_enable = 1'b0;
            case (current_state)
                state_init: begin
                    tx_reset = 1'b1;
                    rx_reset = 1'b1;
                    count_reset = 1'b1;
                    end
                state_idle: begin
                    write_ready = 1'b1;
                    count_reset = 1'b1;
                    end
                state_write_init: begin
                    count_load = 1'b1;
                    tx_parallel_load_enable = 1'b1;
                    end
                state_write_set_ss: begin
                    rx_shift_left_enable = 1'b1;
                    if (sensor_select == GYRO)
                        slave_select_gyro = 1'b0;
                    else
                        slave_select_accl = 1'b0;
                    end
                state_write_hi: begin
                    shared_clk = 1'b1;
                    tx_shift_right_enable = 1'b1;
                    count_enable = 1'b1;
                    if (sensor_select == GYRO)
                        slave_select_gyro = 1'b0;
                    else
                        slave_select_accl = 1'b0;
                    end
                state_write_lo: begin
                    shared_clk = 1'b0;
                    rx_shift_left_enable = 1'b1;
                    count_enable = 1'b1;
                    if (sensor_select == GYRO)
                        slave_select_gyro = 1'b0;
                    else
                        slave_select_accl = 1'b0;
                    end
                state_write_done: begin
                    shared_clk = 1'b0;
                    count_enable = 1'b1;
                    if (sensor_select == GYRO)
                        slave_select_gyro = 1'b0;
                    else
                        slave_select_accl = 1'b0;
                    end
                endcase
            end
        assign MOSI = shift_reg_tx[7];
        assign SS_G = slave_select_gyro;
        assign SS_A = slave_select_accl;
        assign SCLK = shared_clk;
        assign read_ready = count_done;
        assign read_data = shift_reg_rx;
endmodule
==> flow/run.sh <==
#!/bin/bash
# OpenROAD 26Q1-2900-gdf79404cd8, Yosys 0.63+post, stock flow scripts
make -C /OpenROAD-flow-scripts/flow DESIGN_CONFIG=/design/flow/config.mk WORK_HOME=/design/flow/orfs finish
==> results_dict.tcl <==
# implementation run metrics
set metrics [dict create \
    status "complete, no violations" \
    wire_per_inst_um 11.3 \
    edf_count 0 \
    synth-main-ff-cell "dfxtp_1" \
    gp_congestion 0.793 \
    seqPwrFrac 0.514 \
    grt_usage 0.0583 \
    critPathKind "flop to output pin" \
    synth_cells 161 \
    clock-sinks 32 \
    yosysSeqAreaShare 0.455 \
    endpoint_kind "output pin" \
    die_height_um 106 \
    power_mw 1.23 \
    drt_iter0_drc 62 \
    top_layer_used "met4" \
    numCtsBuffers 5 \
    antenna_found_initial 0 \
    fin_crit_ps 1980 \
    h-tree-depth 2 \
    ys_async_sr_fraction 0 \
    cp.required_ps 1680 \
    drc_errors 0 \
    initCoreUtil 0.195 \
    tightest_slew_ps 674 \
    cts_setup_buffers 0 \
    portBuffers 30 \
    gr-total-overflow 0 \
    cts_tree "built" \
    clock_path_buffers 2 \
    antenna_cells_inserted 0 \
    setup_viol 0 \
    rows 31 \
    rsz0062_at_grt "false" \
    placedCellCount 286 \
    io_pins 31 \
    peakVddDrop_mv 0.326 \
    yosysChipArea_sq_um 1410 \
    clkTransAtPathRegs_ps 60 \
    final_area_sq_um 1920 \
    p_comb_frac 0.099 \
    yosysWarnings 1 \
    vias 1185 \
    grt_pass1_wl_um 5610 \
    dr.pass1.iters 4 \
    tns_ps 0 \
    routed-wl-met3_um 106 \
    powerDensity_nw_per_um2 641 \
    slew_headroom 0.549 \
    route.met2.wl_um 1590 \
    grt_max_degree 19 \
    power.switching_mw 0.283 \
    cap_violations 0 \
    drt-met1-wl_um 1560 \
    slew_viol_final 0 \
    via_per_inst 4.03 \
    wirelength_um 3330 \
    switching_share 0.229 \
    post_cts_resized 0 \
    synth.distinct_cells 36 \
    fin_hold_ws_ps 450 \
    synth-seq-cells 32 \
    worst_slack_ps 119 \
    cts_hold_buf 0 \
    p_leak_nw 0.698 \
    fin_util 0.266 \
    cts-root-buf "clkbuf_8" \
    cp_data_arrival_time_ps 1560 \
    final_cell_count_no_fill 294 \
    skew_ps 4.85 \
    die_area_sq_um 11200 \
    grt_pass1_vias 1173 \
    hold_viol 0 \
    synthesis.area_sq_um 1410 \
    ant_nets 0 \
    worstHoldPathType "flop to flop" \
    startpoint_type "flop" \
    internal-power_mw 0.949 \
    ys_cells 161 \
    fmax_ghz 0.505 \
    area_delta_synth_final_pct 36.3 \
    finalCritPeriodShare 0.943 \
    place_area_sq_um 1830 \
    die_x_um 106 \
    crit_fanout 5 \
    drive_gt1_frac 0.0872 \
    avgSynthCellArea_sq_um 8.75 \
    warnings 28 \
    p_clk_frac 0.387 \
    coreArea_sq_um 7210 \
    clkLatencyLatePin_ps 280 \
    dpl.hpwl_um 2470 \
    pre_cts_ws_ps 188 \
]
layer usage:
layer,track usage,vias up
met4,0.0135,0
li1,-,619
met2,0.102,20
met1,0.0726,541
met5,0,-
met3,0.0116,5
cells by family after synthesis:
| group | count (synthesis) | synth area share |
|---|---|---|
| AND-OR/OR-AND | 36 | 0.155 |
| XOR/XNOR | 5 | 0.0311 |
| adder cells (fa/ha/maj) | 5 | 0.0444 |
| buffers and inverters | 15 | 0.0462 |
| flip-flops | 32 | 0.455 |
| multiplexers | 9 | 0.0702 |
| AND/OR/NAND/NOR | 59 | 0.199 |
flip-flops by register name, summed over array words and instances, names as in the netlist:
| name | count |
|---|---|
| shift_reg_tx | 8 |
| current_state | 7 |
| count | 4 |
| count_done | 1 |
| count_bytes_done | 1 |
| shift_reg_rx | 8 |
| count_bytes | 3 |
power groups by stage:
stage / Clock, mW / Combinational (mW) / Sequential (mW)
finish: 0.477 / 0.122 / 0.633
global route: 0.530 / 0.137 / 0.635
CTS: 0.492 / 0.123 / 0.633
layout make-up:
| class | count | area, sq um |
|---|---|---|
| Clock buffer | 6 | 82.6 |
| Clock inverter | 2 | 10.0 |
| Inverter | 6 | 22.5 |
| Multi-Input combinational cell | 114 | 703 |
| Timing Repair Buffer | 35 | 338 |
| Sequential cell | 32 | 641 |
| Fill cell | 792 | 5290 |
| Tap cell | 99 | 124 |
layout by cell type, fill, tap and decap left out, drive strengths merged, types with 2 or more instances in the layout:
master and n:
nor2 9, nor3 5, and3b 2, mux2i 2
a21boi 2, ha 5, dfxtp 32, a21oi 16
buf 5, clkbuf 6, nand3 3, clkdlybuf4s50 30
nand2 29, mux2 7, clkinv 2, or3 2
nand4 3, o31ai 2, a31oi 3, o21ai 5
xor2 4, o21a 2, inv 6, nor3b 3
synth_stat cells (2+ instances only):
cell / n / share of area
dfxtp_1: 32 / 0.45
nand2_1: 29 / 0.077
a21oi_1: 16 / 0.057
nor2_1: 9 / 0.024
clkbuf_1: 7 / 0.019
inv_1: 6 / 0.016
ha_1: 5 / 0.044
mux2_1: 5 / 0.040
nor3_1: 4 / 0.014
xor2_1: 4 / 0.025
a31oi_1: 3 / 0.013
nand3_1: 3 / 0.011
nand4_1: 3 / 0.013
nor3b_1: 3 / 0.016
o21ai_0: 3 / 0.011
a21boi_1: 2 / 0.011
and3b_1: 2 / 0.012
mux2_2: 2 / 0.016
mux2i_1: 2 / 0.014
o21a_1: 2 / 0.011
o21ai_1: 2 / 0.0071
o31ai_1: 2 / 0.011
or3_1: 2 / 0.0089
worst max-delay path, stage by stage, from the launching register on:
cell	delay (ps)
dfxtp_1	340
or2_1	250
o31ai_1	190
clkdlybuf4s50_1	500
worst paths after layout:
kind                                  startpoint         endpoint  slack (ps)  cells after the start
worst max-delay path            current_state[5]             SS_A         120                      3
worst min-delay path             shift_reg_rx[7]  shift_reg_rx[7]         450                      2
worst max register to register          count[0]   count_bytes[1]         610                      5
worst min register to register   shift_reg_rx[7]  shift_reg_rx[7]         450                      2
Power and IR drop assume default switching activity.
