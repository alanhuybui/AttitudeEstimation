`run.sh`:
```
#!/bin/bash
# OpenROAD 26Q1-2900-gdf79404cd8, Yosys 0.63+post, stock flow scripts
make -C /OpenROAD-flow-scripts/flow DESIGN_CONFIG=/design/flow/config.mk WORK_HOME=/design/flow/orfs finish
```
`config.mk`:
```
export PLATFORM = sky130hd
export DESIGN_NAME = spi_axis_bridge
export DESIGN_NICKNAME = spi_axis_bridge
export VERILOG_FILES = /design/flow/design.v
export SDC_FILE = /design/flow/constraint.sdc
export NUM_CORES = 4
export LEC_CHECK = 1
export CORE_UTILIZATION = 50
```
`constraint.sdc`:
```
current_design spi_axis_bridge

set clk_period 1.3
set clk_io_pct 0.2

create_clock -name clk0 -period $clk_period [get_ports {clk}]

set non_clock_inputs [all_inputs -no_clocks]
set_input_delay [expr $clk_period * $clk_io_pct] -clock clk0 $non_clock_inputs
set_output_delay [expr $clk_period * $clk_io_pct] -clock clk0 [all_outputs]
```
`design.v`:
```
`timescale 1ns / 1ps
module spi_axis_bridge(
    input clk,
    input reset,
    input read_ready,
    input [7:0] read_data,
    input TREADY,
    output reg TVALID,
    output [103:0] TDATA
    );
    reg [103:0] register_buffer;
    reg [3:0] internal_counter;
    always @ (posedge clk) begin
        if (reset)
            register_buffer <= 104'd0;
        else if (read_ready)
            register_buffer <= {register_buffer[95:0], read_data};
        end
    always @ (posedge clk) begin
        if (reset)
            internal_counter <= 4'd0;
        else if (internal_counter == 4'd13)
            internal_counter <= 4'd0;
        else if (read_ready)
            internal_counter <= internal_counter + 1'b1;
        end
    always @ (posedge clk) begin
        if (reset)
            TVALID <= 1'b0;
        else if (internal_counter == 4'd13)
            TVALID <= 1'b1;
        else if (TVALID && TREADY)
            TVALID <= 1'b0;
        end
    assign TDATA = register_buffer;
endmodule
```
==> impl_metrics.csv <==
group,metric,value,unit
setup_path,cp_cell_sequence,"dlygate4sd2_1",
cts,numCtsBuffers,9,
yosys,synth_top_cell_by_area,"dfxtp_1",
job,warnings,27,
cts,clk_path_buf_depth,2,
setup_path,cp_slowest_cell,"dfxtp_4",
setup_path,rrSetupSlack,0.19,ns
sta,timing.final.ws_setup,0.0823,ns
sta,fin_crit_sh,93.7,%
yosys,top_cell_area_share,56.2,%
setup_path,r2r_start,"internal_counter[1]",
grt,gr-total-overflow,0,
setup_path,r2r-end,"internal_counter[1]",
yosys,ys_warn_count,1,
grt,grt_usage,24.0,%
cells_and_area,layout_top_cell,"nor2_1",
yosys,yosys_area,0.00388,mm^2
cells_and_area,nFillCells,478,
power,peakVddDrop,642,uV
grt,grt_pass1_wl,15200,um
cells_and_area,syn_to_final_growth,55.5,%
placement,place_ws,0.111,ns
yosys,yosysSeqAreaShare,56.2,%
yosys,synth_area,0.00388,mm^2
hold_path,hold_depth,2,
hold_path,hp-class,"input pin to flip-flop",
cells_and_area,mostFrequentLayoutCells,"108 x nor2_1, 105 x dlygate4sd2_1, 104 x mux2i_1",
detailed_routing,drc_errors,0,
cells_and_area,finalInstanceArea,0.00603,mm^2
setup_path,crit_buf_inv,1,
floorplanning,fp_util,52.7,%
detailed_routing,viasPerCell,4.72,
setup_path,start_kind,"flip-flop",
sta,setup_tns,0,ns
cells_and_area,drive_gt1_share,38.9,%
cts,cts_root_buffer,"clkbuf_8",
setup_path,cp_data_required_time,1.04,ns
grt,antenna_found_initial,0,
setup_path,ff2ff_path_depth,5,
hold_path,min_from,"read_ready",
setup_path,crit_family,"flip-flops",
detailed_routing,antenna_left,0,
sta,post-route-min-period,1.22,ns
job,maxCapViolCount,0,
detailed_routing,vias,3127,
grt,grt_pass1_vias,3014,
yosys,synth_area_per_cell,10.8,um^2
floorplanning,chipWidth,90.1,um
cts,hold_buffers,0,
detailed_routing,antenna_cells,0,
yosys,netlist_instances,358,
yosys,ys_cells,358,
sta,tightest_slew,0.367,ns
setup_path,end_kind,"output port",
hold_path,hold_end,"internal_counter[1]",
cts,clkLatencyLatePin,0.35,ns
floorplanning,die_area,0.00812,mm^2
floorplanning,rows,31,
sta,relSlewSlack,75.6,%
setup_path,crit_start,"register_buffer[32]",
power,p_total,5.81,mW
placement,dpl.hpwl,5530,um
cells_and_area,fin_util,81.9,%
placement,portBuffers,116,
yosys,topCellsByArea,"dfxtp_1 56%, mux2i_1 27%, nor2_1 10%",
yosys,ys.flops,109,
cts,h-tree-depth,3,
setup_path,path_class,"flip-flop to output port",
sta,setup_viol,0,
setup_path,crit_arrival,0.96,ns
detailed_routing,drtIter0Drc,102,
setup_path,critPathMaxFanout,2,
power,leakagePower,3.29,nW
floorplanning,ioPinCount,117,
floorplanning,core_area,0.00737,mm^2
outcome,status,"finished, final reports clean",
setup_path,slowest_delay,0.36,ns
power,powerDensity,963,mW/mm^2
cts,cts_sinks,109,
placement,placed_area,0.00517,mm^2
cells_and_area,final_cells,662,
cts,cts.clk_slew.worst_paths,0.10,ns
sta,fmax,821,MHz
cts,cts_tree,"built",
placement,gp_congestion,0.851,
grt,grt_max_degree,81,
sta,holdWs,0.269,ns
placement,placed_cells,558,
sta,clock_skew,0.0132,ns
sta,rsz0062_at_grt,"no",
floorplanning,fp.dieH,90.1,um
detailed_routing,wl,9400,um
yosys,ys_types,18,
sta,hold_viol,0,
sta,slew_violations,0,
detailed_routing,first_pass_iters,4,
detailed_routing,routedWlPerCell,14.2,um
-- area by class of cell --
| cell class | instances | area (um^2) | share of cell area (%) |
|---|---|---|---|
| multi-input combinational | 224 | 1540 | 25.6 |
| tap | 99 | 124 | 2.05 |
| clock buffer | 12 | 145 | 2.41 |
| inverter | 1 | 3.75 | 0.0622 |
| sequential | 109 | 2320 | 38.5 |
| timing repair buffer | 214 | 1850 | 30.7 |
| clock inverter | 3 | 46.3 | 0.767 |
-- synthesized netlist by cell type --
| master | count |
|---|---|
| nor2_1 | 108 |
| buf_2 | 2 |
| a21oi_1 | 1 |
| mux2i_1 | 104 |
| buf_6 | 1 |
| nand2_1 | 1 |
| buf_4 | 11 |
| clkbuf_1 | 9 |
| nand4_1 | 1 |
| a211oi_2 | 1 |
| ha_1 | 2 |
| xnor2_1 | 1 |
| xor2_1 | 2 |
| inv_1 | 1 |
| buf_8 | 1 |
| dfxtp_1 | 109 |
| nand2b_1 | 2 |
| nand3_1 | 1 |
-- worst max-delay path by stage --
stage | cells past startpoint | endpoint
6_report | 1 | TDATA[32]
5_1_grt | 1 | TDATA[32]
4_1_cts | 1 | TDATA[32]
-- report_power, final --
| group | switching, mW | total [mW] | internal (mW) |
|---|---|---|---|
| logic | 0.197 | 0.420 | 0.224 |
| registers | 0.0243 | 3.39 | 3.37 |
| clock network | 1.06 | 2.00 | 0.941 |
| total | 1.28 | 5.81 | 4.53 |
-- sequential cells by signal, indices dropped and copies added (netlist names) --
register / flops
TVALID: 1
internal_counter: 4
register_buffer: 104
-- cell families (layout without fill, tap and decap cells) --
family | count (synthesis) | count (layout) | share of synthesized area [%]
adders and majority gates | 2 | 2 | 0.645
DFF | 109 | 109 | 56.2
and+or+nand+nor | 113 | 113 | 11.2
xor gates and xnor gates | 3 | 3 | 0.677
muxes | 104 | 104 | 26.8
AOI/OAI and AO/OA | 2 | 2 | 0.451
buffers and inverters | 25 | 230 | 4.03
-- per-layer routing --
metal,vias to the layer above,wire [um],GRT usage [%]
met5,-,0,0
met4,0,119,3.09
met3,11,444,3.87
met2,72,4340,37.3
met1,1461,4500,38.2
li1,1583,-,-
-- timing repair --
item | CTS | global route
setup buffers | 89 | 0
gates resized | 213 | 0
setup endpoints to repair | 105 | 0
Power figures rest on the tool's default switching activity, not on a simulated workload.
