[/design/flow/design.v]
`timescale 1 ns / 1 ns
module preprocessor
          (clk,
           reset,
           RAW_GYRO_X,
           RAW_GYRO_Y,
           RAW_ACCL_X,
           RAW_ACCL_Y,
           RAW_ACCL_Z,
           GYRO_X,
           GYRO_Y,
           ACCL_X,
           ACCL_Y,
           ACCL_Z,
           TVALID,
           TREADY);
  input   clk;
  input   reset;
  input   signed [15:0] RAW_GYRO_X;   
  input   signed [15:0] RAW_GYRO_Y;   
  input   signed [15:0] RAW_ACCL_X;   
  input   signed [15:0] RAW_ACCL_Y;   
  input   signed [15:0] RAW_ACCL_Z;   
  output  signed [15:0] GYRO_X;   
  output  signed [15:0] GYRO_Y;   
  output  signed [15:0] ACCL_X;   
  output  signed [15:0] ACCL_Y;   
  output  signed [15:0] ACCL_Z;   
  input TVALID;
  output TREADY;
  assign TREADY = 1'b1;
  wire signed [30:0] Data_Type_Conversion6_out1;   
  wire signed [61:0] Gain8_mul_temp;   
  wire signed [16:0] Gain8_out1;   
  wire signed [33:0] Gain12_mul_temp;   
  wire signed [15:0] Gain12_out1;   
  reg signed [15:0] Unit_Delay_out1;   
  wire signed [30:0] Data_Type_Conversion1_out1;   
  wire signed [61:0] Gain2_mul_temp;   
  wire signed [16:0] Gain2_out1;   
  wire signed [33:0] Gain1_mul_temp;   
  wire signed [15:0] Gain1_out1;   
  reg signed [15:0] Unit_Delay1_out1;   
  wire signed [30:0] Data_Type_Conversion_out1;   
  wire signed [61:0] Gain3_mul_temp;   
  wire signed [16:0] Gain3_out1;   
  wire signed [33:0] Gain4_mul_temp;   
  wire signed [15:0] Gain4_out1;   
  reg signed [15:0] Unit_Delay2_out1;   
  wire signed [30:0] Data_Type_Conversion2_out1;   
  wire signed [61:0] Gain5_mul_temp;   
  wire signed [16:0] Gain5_out1;   
  wire signed [33:0] Gain6_mul_temp;   
  wire signed [15:0] Gain6_out1;   
  reg signed [15:0] Unit_Delay3_out1;   
  wire signed [30:0] Data_Type_Conversion3_out1;   
  wire signed [61:0] Gain7_mul_temp;   
  wire signed [16:0] Gain7_out1;   
  wire signed [33:0] Gain9_mul_temp;   
  wire signed [15:0] Gain9_out1;   
  reg signed [15:0] Unit_Delay4_out1;   
  assign Data_Type_Conversion6_out1 = {RAW_GYRO_X, 15'b000000000000000};
  assign Gain8_mul_temp = 31'sb0100000000000000100000000000001 * Data_Type_Conversion6_out1;
  assign Gain8_out1 = Gain8_mul_temp[60:44] + $signed({1'b0, Gain8_mul_temp[43] & (( ~ Gain8_mul_temp[61]) | (|Gain8_mul_temp[42:0]))});
  assign Gain12_mul_temp = 17'sb01111101000000000 * Gain8_out1;
  assign Gain12_out1 = Gain12_mul_temp[31:16] + $signed({1'b0, Gain12_mul_temp[15] & (( ~ Gain12_mul_temp[33]) | (|Gain12_mul_temp[14:0]))});
  always @(posedge clk)
    begin : Unit_Delay_process
      if (reset == 1'b1) begin
        Unit_Delay_out1 <= 16'sb0000000000000000;
      end
      else if (TREADY && TVALID) begin
        Unit_Delay_out1 <= Gain12_out1;
      end
    end
  assign GYRO_X = Unit_Delay_out1;
  assign Data_Type_Conversion1_out1 = {RAW_GYRO_Y, 15'b000000000000000};
  assign Gain2_mul_temp = 31'sb0100000000000000100000000000001 * Data_Type_Conversion1_out1;
  assign Gain2_out1 = Gain2_mul_temp[60:44] + $signed({1'b0, Gain2_mul_temp[43] & (( ~ Gain2_mul_temp[61]) | (|Gain2_mul_temp[42:0]))});
  assign Gain1_mul_temp = 17'sb01111101000000000 * Gain2_out1;
  assign Gain1_out1 = Gain1_mul_temp[31:16] + $signed({1'b0, Gain1_mul_temp[15] & (( ~ Gain1_mul_temp[33]) | (|Gain1_mul_temp[14:0]))});
  always @(posedge clk)
    begin : Unit_Delay1_process
      if (reset == 1'b1) begin
        Unit_Delay1_out1 <= 16'sb0000000000000000;
      end
      else if (TREADY && TVALID) begin
        Unit_Delay1_out1 <= Gain1_out1;
      end
    end
  assign GYRO_Y = Unit_Delay1_out1;
  assign Data_Type_Conversion_out1 = {RAW_ACCL_X, 15'b000000000000000};
  assign Gain3_mul_temp = 31'sb0100000000000000100000000000001 * Data_Type_Conversion_out1;
  assign Gain3_out1 = Gain3_mul_temp[60:44] + $signed({1'b0, Gain3_mul_temp[43] & (( ~ Gain3_mul_temp[61]) | (|Gain3_mul_temp[42:0]))});
  assign Gain4_mul_temp = 17'sb01011101110000000 * Gain3_out1;
  assign Gain4_out1 = Gain4_mul_temp[31:16] + $signed({1'b0, Gain4_mul_temp[15] & (( ~ Gain4_mul_temp[33]) | (|Gain4_mul_temp[14:0]))});
  always @(posedge clk)
    begin : Unit_Delay2_process
      if (reset == 1'b1) begin
        Unit_Delay2_out1 <= 16'sb0000000000000000;
      end
      else if (TREADY && TVALID) begin
        Unit_Delay2_out1 <= Gain4_out1;
      end
    end
  assign ACCL_X = Unit_Delay2_out1;
  assign Data_Type_Conversion2_out1 = {RAW_ACCL_Y, 15'b000000000000000};
  assign Gain5_mul_temp = 31'sb0100000000000000100000000000001 * Data_Type_Conversion2_out1;
  assign Gain5_out1 = Gain5_mul_temp[60:44] + $signed({1'b0, Gain5_mul_temp[43] & (( ~ Gain5_mul_temp[61]) | (|Gain5_mul_temp[42:0]))});
  assign Gain6_mul_temp = 17'sb01011101110000000 * Gain5_out1;
  assign Gain6_out1 = Gain6_mul_temp[31:16] + $signed({1'b0, Gain6_mul_temp[15] & (( ~ Gain6_mul_temp[33]) | (|Gain6_mul_temp[14:0]))});
  always @(posedge clk)
    begin : Unit_Delay3_process
      if (reset == 1'b1) begin
        Unit_Delay3_out1 <= 16'sb0000000000000000;
      end
      else if (TREADY && TVALID) begin
        Unit_Delay3_out1 <= Gain6_out1;
      end
    end
  assign ACCL_Y = Unit_Delay3_out1;
  assign Data_Type_Conversion3_out1 = {RAW_ACCL_Z, 15'b000000000000000};
  assign Gain7_mul_temp = 31'sb0100000000000000100000000000001 * Data_Type_Conversion3_out1;
  assign Gain7_out1 = Gain7_mul_temp[60:44] + $signed({1'b0, Gain7_mul_temp[43] & (( ~ Gain7_mul_temp[61]) | (|Gain7_mul_temp[42:0]))});
  assign Gain9_mul_temp = 17'sb01011101110000000 * Gain7_out1;
  assign Gain9_out1 = Gain9_mul_temp[31:16] + $signed({1'b0, Gain9_mul_temp[15] & (( ~ Gain9_mul_temp[33]) | (|Gain9_mul_temp[14:0]))});
  always @(posedge clk)
    begin : Unit_Delay4_process
      if (reset == 1'b1) begin
        Unit_Delay4_out1 <= 16'sb0000000000000000;
      end
      else if (TREADY && TVALID) begin
        Unit_Delay4_out1 <= Gain9_out1;
      end
    end
  assign ACCL_Z = Unit_Delay4_out1;
endmodule
[/design/flow/run.sh]
#!/bin/bash
# OpenROAD 26Q1-2900-gdf79404cd8, Yosys 0.63+post, stock flow scripts
make -C /OpenROAD-flow-scripts/flow DESIGN_CONFIG=/design/flow/config.mk WORK_HOME=/design/flow/orfs finish
[/design/flow/config.mk]
export PLATFORM = sky130hd
export DESIGN_NAME = preprocessor
export DESIGN_NICKNAME = preprocessor
export VERILOG_FILES = /design/flow/design.v
export SDC_FILE = /design/flow/constraint.sdc
export NUM_CORES = 4
export LEC_CHECK = 1
export CORE_UTILIZATION = 30
[/design/flow/constraint.sdc]
current_design preprocessor

set clk_period 14.1
set clk_io_pct 0.2

create_clock -name clk0 -period $clk_period [get_ports {clk}]

set non_clock_inputs [all_inputs -no_clocks]
set_input_delay [expr $clk_period * $clk_io_pct] -clock clk0 $non_clock_inputs
set_output_delay [expr $clk_period * $clk_io_pct] -clock clk0 [all_outputs]
==> deck_impl_summary.md <==
Physical Implementation Snapshot

Status
  • Status: finished clean

Critical path
  • CP max stage cell: fa_1
  • Critical Path Fanout Max: 4
  • Crit. End Element: flop
  • CP startpoint kind: input pin
  • Critical Path Max Stage Delay: 0.53 ns
  • Crit Path Class: input pin to flop
  • Worst EP arrival: 13.92 ns
  • Crit path required time: 14.37 ns

Clock tree
  • H-tree Lvls: 3
  • Clock Tree Buf Depth: 2
  • CTS Sinks: 80
  • Post-CTS Hold Fix Bufs: 0
  • Clock slew at reported path FFs: 0.07 ns
  • Worst-skew pair later-pin latency: 0.36 ns
  • CTS root buffer: clkbuf_16
  • CTS Buf Count: 9
  • CTS tree: done

Timing
  • Final worst slack: 0.4528 ns
  • Worst Tran Pin Value: 0.8646 ns
  • Sum of negative setup slack: 0 ns
  • Crit share post-route: 96.79%
  • Final Slew Violations: 0
  • Final Skew: 0 ns
  • Fmax: 0.07327 GHz
  • # setup viols final: 0
  • Slew HR: 41.95%
  • Final min period: 13.65 ns
  • RSZ-0062 raised after global routing: true
  • Final Hold Fails: 0

Logic synthesis
  • Area share, top type: 26.55%
  • YS warnings: 1
  • Synth Register Bits: 80
  • Post-synthesis adder-cell area fraction: 48.69%
  • Biggest area cells: ha_1, fa_1, inv_1
  • Cell type with the largest total area: ha_1
  • Multiplexer share: 0.9407%
  • Predominant post-synthesis flop cell: dfxtp_1
  • Synthesis area per yosys: 34450 sq um
  • Yosys stat cell total: 3997
  • Synth Cell Area: 34450 sq um
  • Xor/xnor share: 9.977%
  • Synthesized area per cell: 8.619 sq um
  • AO/OA Area Share: 13.71%
  • Unique masters post-synth: 96
  • Most common library cells after synthesis: inv_1, ha_1, fa_1
  • Seq share, synth: 4.649%
  • Gate Count Post-Synth: 3997
  • Logic family by area: adder cells
  • Post-synth EDFFs: 0
  • Count leader, synth: inv_1
  • Post-synth ARST share: 0%
  • Simple share: 12.50%

Global routing
  • Vias in the first global route: 30060
  • Tot GR Track Use: 15.31%
  • Largest net degree at the start of global routing: 67
  • Overflow after GRT: 0
  • Initial antenna violation count: 0
  • First-pass GRT wire length: 144300 um

Floorplan
  • FP Util: 30.46%
  • # rows: 123
  • Die X: 340.9 um
  • Top Ports: 164
  • Die H: 340.9 um
  • Die Footprint: 116200 sq um
  • Core Footprint: 113100 sq um

Place
  • Final GP Congestion: 0.9596
  • Post-Place Cells: 6381
  • Place WS: -0.5581 ns
  • I/O Buffers: 162
  • Post-DP HPWL: 75030 um

Route
  • Wire per inst: 13.18 um
  • Post-DR vias/cell: 4.676
  • DRT Wirelength: 84570 um
  • First-pass DRT Iterations: 6
  • Antenna fix cells: 0
  • Starting DRC count in detailed routing: 1073
  • Post-route ant nets: 0
  • DRC viols: 0
  • Vias: 30016

Job
  • MaxCap Viol Count: 0
  • Tool warnings: 56

Final layout
  • Layout cells sized above 1: 22.22%
  • Synthesis-to-layout area growth: 31.51%
  • Final core occ: 40.05%
  • Final Non-Filler Cells: 6419

Worst hold path
  • Min-delay worst type: flop to flop
==> metrics by stage <==
step / instance area [sq um] / hold WS [ns]
floorplan: 34620 / 0.4328
global placement: 43790 / 0.4678
detailed placement: 43790 / 0.4791
CTS: 44200 / 0.4873
global route: 45300 / 0.5057
finish: 45300 / 0.4866
==> state kept, by name (all words and copies together), names as in the netlist <==
signal,count
Unit_Delay1_out1,16
Unit_Delay3_out1,16
Unit_Delay_out1,16
Unit_Delay2_out1,16
Unit_Delay4_out1,16
==> final cells by class <==
class                           instances  area (sq um)
Sequential cell                        80          1602
Clock inverter                          6         68.82
Multi-Input combinational cell       3067         30750
Clock buffer                           10         229.0
Tap cell                             1500          1877
Timing Repair Buffer                  997          7921
Fill cell                           11036         67810
Inverter                              759          2853
==> cells by family after synthesis <==
group	count (synthesis)
AND-OR/OR-AND	702
AND/OR/NAND/NOR	830
buffers and inverters	850
other	1
flip-flops	80
multiplexers	32
adder cells (fa/ha/maj)	1112
XOR/XNOR	390
==> routing by layer <==
| layer | global-route usage [%] | vias to the layer above | share of wire (%) |
|---|---|---|---|
| li1 | - | 15427 | - |
| met1 | 21.93 | 14035 | 47 |
| met2 | 24.25 | 501 | 45 |
| met3 | 4.118 | 51 | 6.5 |
| met4 | 1.308 | 2 | 0.97 |
| met5 | 0.9804 | - | 0.20 |
==> cells in the final DEF (no fill, tap or decap), drive strengths merged, types with 146 or more instances in the layout <==
cell and instances:
xnor2 234, nand2 146, clkdlybuf4s50 151, nor2 218, a21oi 184, buf 838
fa 381, ha 731, inv 759, xor2 155
==> path summary, 6_finish.rpt <==
path                              from              endpoint  slack, ns  cells after the start
setup / recovery        RAW_ACCL_Z[13]  Unit_Delay4_out1[13]       0.45                     54
hold / removal     Unit_Delay3_out1[4]   Unit_Delay3_out1[4]       0.49                      2
setup reg to reg  Unit_Delay2_out1[13]  Unit_Delay2_out1[13]      13.19                      2
hold reg to reg    Unit_Delay3_out1[4]   Unit_Delay3_out1[4]       0.49                      2
==> timing repair <==
action / CTS / global route
endpoints found under the setup margin: 23 / 75
pin swaps: 5 / 119
resized: 22 / 181
buffers inserted: 0 / 22
==> critical path: cells and delay by family <==
family | cells | cell delay (ns)
AND-OR/OR-AND | 17 | 2.66
buffers and inverters | 9 | 0.64
AND/OR/NAND/NOR | 10 | 2.53
adder cells (fa/ha/maj) | 15 | 4.76
XOR/XNOR | 3 | 0.50
